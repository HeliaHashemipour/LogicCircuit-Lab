## run.sh

```bash
#!/bin/bash
# OpenROAD 26Q1-2900-gdf79404cd8, Yosys 0.63+post, stock flow scripts
make -C /OpenROAD-flow-scripts/flow DESIGN_CONFIG=/design/flow/config.mk WORK_HOME=/design/flow/orfs finish
```

## config.mk

```make
export PLATFORM = sky130hd
export DESIGN_NAME = adder_subtractor_4bit
export DESIGN_NICKNAME = adder_subtractor_4bit
export VERILOG_FILES = /design/flow/design.v
export SDC_FILE = /design/flow/constraint.sdc
export NUM_CORES = 4
export LEC_CHECK = 1
export CORE_AREA = 10 10 70 70
export DIE_AREA = 0 0 80 80
```

## constraint.sdc

```tcl
current_design adder_subtractor_4bit

set clk_period 2.9
set clk_io_pct 0.2

create_clock -name clk0 -period $clk_period

set non_clock_inputs [all_inputs -no_clocks]
set_input_delay [expr $clk_period * $clk_io_pct] -clock clk0 $non_clock_inputs
set_output_delay [expr $clk_period * $clk_io_pct] -clock clk0 [all_outputs]
```

## design.v

```verilog
`timescale 1 ns/1 ns
module add_sub (
	input a ,
	input b ,
	input cin ,
	input sel ,
	output sum ,
	output cout
);
	  wire y, sumAB, orAB, andAB, andABC;
     xor  x1(y, b, sel);
     full_adder f1(a,y,cin,sum,cout);
endmodule
`timescale 1ns / 1ps
module adder_subtractor_4bit(
	input [3:0] A ,
	input [3:0] B ,
	input sel ,  
	output [3:0] S ,
	output co
);
    wire [2:0] cout;
    add_sub a0(A[0], B[0], sel, sel, S[0], cout[0]);
    add_sub a1(A[1], B[1], cout[0], sel, S[1], cout[1]);
    add_sub a2(A[2], B[2], cout[1], sel, S[2], cout[2]);
    add_sub a3(A[3], B[3], cout[2], sel, S[3], co);
endmodule
`timescale 1 ns/1 ns
module full_adder (
    input a,
    input b,
    input cin,
    output sum,
    output cout
    );
	 wire x1,x2,x3;
	 xor (sum,a,b,cin);
	 and (x1,a,b);
	 and (x2,a,cin);
	 and (x3,cin,b);
	 or (cout,x1,x2,x3);
endmodule
```

==> reports/metrics.cfg <==
[run]
warning_count=35
drv_cap=0

[worst_setup_path]
path_max_fanout=2
crit_arrival_ns=2.25
worstSetupStartpointType=primary input
path_class=in2out
required_ns=2.32
startpoint=B[0]
crit_path_end_kind=primary output

[power]
totalPowerFinal_uw=60.6
power_density_nw_per_um2=184
max-vdd-ir-drop_v=0.0000514
leakagePower_nw=0.135

[synth]
yosys.stat.chipArea_sq_um=151
common_cells=buf_4, inv_1, fa_1, xor2_1
ys_seq_share_pct=0
synth_cells=16
postSynthAreaPerCell_sq_um=9.46
largest_area_cell=fa_1
ys_cells=16
synth_cell_types=6
syn_area_sq_um=151
top_cell_area_share_pct=39.7
area_leaders=fa_1, buf_4, xor2_1
ys_warn_count=0

[final_timing]
slew_violations=0
finalCriticalPeriod_ns=2.83
setup_ws_ns=0.0727
tightest_slew_ns=0.213
setup_viol=0
rsz0062_at_grt=no
finalClockPeriodUsage_pct=97.5
hold_viol_final=0
tns_ns=0
slew_headroom_pct=85.7
max_freq_mhz=354

[finish]
utilization_pct=9.63
area_growth_pct=117
final_cell_area_sq_um=329
final-seq-area_sq_um=0
layout-drive-gt1-share_pct=44.8
clockBufferCount=0
flop-count=0

[clock_tree]
post_cts_buffers=0
hold_buffers=0

[placement]
placed_cell_area_sq_um=342
place.gp.congestion=0.733
placement.io_buffers=14
pre_cts_slack_ns=-0.706
dp_hpwl_um=570

[routing]
drt-initial-drc-count=2
vias_per_cell=1.74
wl_per_cell_um=7.47
drc_errors=0
firstDrtPassIters=2
num_vias=132
postRouteAntennaNets=0
drt_wl_total_um=568

[floorplan]
fp.coreArea_sq_um=3420
die_area_sq_um=6400
fp_util_pct=4.43
fp.dieW_um=80
row_count=21
io_pins=14
die_y_um=80

[grt]
grt_max_degree=4
overflow=0
grt_antenna_before_repair=1
track_usage_pct=1.79
grt_pass1_vias=178
grt_pass1_wl_um=903

[min_path]
min-delay-start=A[0]
hold_class=in2out

[run_status]
status=finished clean

[routing by layer]
metal | up-vias | share of wire [%] | global-route usage (%)
met5 | - | 0 | 0
met4 | 0 | 0 | 0
met3 | 0 | 26 | 1.70
met2 | 11 | 31 | 2.41
met1 | 53 | 43 | 2.13
li1 | 68 | - | -
[kinds of logic (layout without fill, tap and decap cells)]
family                   Yosys count  in the layout  share of synthesized area (%)
buffers and inverters              8             21                           29.7
XOR/XNOR                           4              4                           23.1
multiplexers                       1              1                           7.44
adder cells (fa/ha/maj)            3              3                           39.7
other                              0              1                              0
[area by class of cell]
type,count,area [sq um]
antenna,1,2.50
fill,410,3090
inverter,4,15.0
multi-input combinational,8,115
tap,46,57.6
timing repair buffer,17,139
[repair_timing]
item	in CTS	in global routing
pin swaps	3	3
hold endpoints to repair	0	0
resized	26	0
endpoints found under the setup margin	4	1
cloned	0	0
[critical path: stages]
cell and delay, ns:
buf_2 0.11, mux2_4 0.30, fa_2 0.38, inv_2 0.06
fa_2 0.18, inv_2 0.03, fa_1 0.49, buf_2 0.11
[placed cells by master, fill, tap and decap left out, drive strengths merged]
cell,n
fa,3
diode,1
clkdlybuf4s50,6
buf,7
xnor2,1
clkdlybuf4s15,1
inv,4
mux2,1
xor2,3
dlygate4sd2,3
[worst paths after layout]
kind / endpoint / slack [ns] / depth (start not counted)
min: S[0] / 1.81 / 4
max: S[3] / 0.07 / 8
[power breakdown]
| part | switching (mW) | internal [mW] |
|---|---|---|
| clock | 0 | 0.0000000461 |
| sequential | 0 | 0 |
| combinational | 0.0217 | 0.0389 |
[metrics by stage]
step / hold WS (ns) / instances
6_report: 1.81 / 76
5_1_grt: 1.85 / 76
4_1_cts: 1.82 / 75
3_5_place_dp: 2.22 / 75
3_3_place_gp: 2.21 / 75
2_1_floorplan: 1.27 / 16
