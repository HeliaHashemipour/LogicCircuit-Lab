--- flow/run.sh ---
#!/bin/bash
# OpenROAD 26Q1-2900-gdf79404cd8, Yosys 0.63+post, stock flow scripts
make -C /OpenROAD-flow-scripts/flow DESIGN_CONFIG=/design/flow/config.mk WORK_HOME=/design/flow/orfs finish
--- flow/config.mk ---
export PLATFORM = sky130hd
export DESIGN_NAME = comparator8
export DESIGN_NICKNAME = comparator8
export VERILOG_FILES = /design/flow/design.v
export SDC_FILE = /design/flow/constraint.sdc
export NUM_CORES = 4
export LEC_CHECK = 1
export CORE_AREA = 10 10 70 70
export DIE_AREA = 0 0 80 80
--- flow/constraint.sdc ---
current_design comparator8

set clk_period 2.6
set clk_io_pct 0.2

create_clock -name clk0 -period $clk_period

set non_clock_inputs [all_inputs -no_clocks]
set_input_delay [expr $clk_period * $clk_io_pct] -clock clk0 $non_clock_inputs
set_output_delay [expr $clk_period * $clk_io_pct] -clock clk0 [all_outputs]
--- flow/design.v ---
`timescale 1 ns/1 ns
module comparator3 (
	 input [2:0] a,
    input [2:0] b,
    input l,g,e,
    output lt,gt,eq
    );
  wire c2,c1,c0,b2n,b1n,b0n,xn2,xn1,xn0,lb,gb,eb,w2,w1;
 not (b2n,b[2]);
 not (b1n,b[1]);
 not (b0n,b[0]);
 and (c2,b2n,a[2]);
 xnor (xn2,b[2],a[2]);
 and (c1,b1n,a[1],xn2);
 xnor (xn1,b[1],a[1]);
 and (c0,b0n,a[0],xn2,xn1);
 or (gb,c0,c1,c2);
 xnor (xn0,b[0],a[0]);
 assign eb = xn0 & xn1 & xn2;
 nor (lb,eb,gb);
 assign eq = eb & e;
 assign w1 = eb & g;
 assign gt = w1 | gb;
 assign w2 = eb & l;
 assign lt = w2 | lb;
 endmodule
`timescale 1 ns/1 ns
module comparator8 (
 input [7:0] a,
 input [7:0] b,
 input l,g,e,
 output lt,gt,eq
    );
  wire [1:0] e1;
  wire [1:0] g1;
  wire [1:0] l1;
  wire [2:0] afirst;
  wire [2:0] bfirst;
  assign afirst[2] = 1'b1;
  assign bfirst[2] = 1'b1;
  assign afirst[1:0] = a[7:6];
  assign bfirst[1:0] = b[7:6];
  comparator3 comp1(a[2:0], b[2:0], l, g, e, l1[0], g1[0], e1[0]);
  comparator3 comp2(a[5:3] , b[5:3] , l1[0] , g1[0] , e1[0] ,l1[1] , g1[1] , e1[1]);
  comparator3 comp3(afirst[2:0],bfirst[2:0],l1[1] , g1[1] , e1[1] , lt,gt,eq);
endmodule
==> run notes <==
impl run done, here's what came out: status=finished, final reports clean, distinct cell type count after synthesis=17, RSZ-0062 raised after global routing=yes, Worst Setup SP=b[2], PD cells=165.0 nW/um^2, n_diodes=0, Fin Setup TNS=0 ps, WL per Instance=9.284 um, # rows=21, GR Overflow Total=0, HP Class=input pin to primary output, critical-path cell list=clkdlybuf4s50_1 -> inv_2 -> ha_4 -> and3_4 -> a22o_1 -> nor3_2 -> o32ai_2 -> buf_2, Max-area cell share=37.21%, chip area=6400 um^2, # DRC=0, DRT Wirelength=1.012 mm, GRT Util Overall=2.909%, sequential share of the synthesized area=0%, final setup vio count=0, Clock Buffer Count=0, fillers=377, Synthesis Warnings=0, Slew headroom=86.64%, Syn Area/Cell=7.472 um^2, worst-path fanout max=3, total number of vias=346, Slew @ Worst Pin=199.4 ps, antenna-violating nets left=0, overall power=0.1125 mW, gpl congestion=0.7692, Gate Count Post-Synth=36, hpwl dp=861.9 um, hold_sp=a[2], DRT Pass-1 Iters=4, PortBufs=22, CP Capture Type=primary output, Synth-to-Final Area Change=153.5%, Setup Crit Path Kind=input pin to primary output, Peak VDD IR=21.74 uV, fmax=397.1 MHz, post-layout util=19.96%, CP Data Arrival Time=2000 ps, share of layout cells above drive strength 1=41.27%, Chip Area, Yosys=269.0 um^2, Max Cap Viol=0, FP Core Util=7.875%, number of antenna violations at the first check in global routing=0, post-synth design cell area=269.0 um^2, top cells by area=ha_1 37%, inv_1 11%, o32ai_2 6.0%, a21o_1 5.6%, and3_4 4.2%, Die H=80 um, LEAKAGE=0.2859 nW, Hold Buf Count CTS=0, core area=3416 um^2, Boundary Pins=22, CP peak stage delay=470 ps, Max Slew Vio Count=0, Combinational Area=357.8 um^2, largest net degree at the start of global routing=4, Startpoint Class=input pin, initial DRC count=5, period utilization=96.85%, crit path DRT=2080 ps, first-pass GRT wire length=1.545 mm, chip width=80 um, Vias/cell=3.174, cell taking the most area after synthesis=ha_1, Seq. cell area=0 um^2, CP max-delay cell=clkdlybuf4s50_1, Tmin final=2518 ps, Yosys Instances=36, flop count=0, tool warnings=33, Final Hold Viols=0, vias in the first global route=345
per-stage QoR:
step,hold slack (ps),instance area [um^2],std cells,setup WS (ps)
3_5_place_dp,2005,569.3,107,-405.0
3_3_place_gp,2011,569.3,107,-370.4
2_1_floorplan,1159,269.0,36,620.5
6_report,1759,681.9,109,82.02
4_1_cts,1767,681.9,109,0.8391
5_1_grt,1828,681.9,109,-11.17
report_power, final:
part	internal [mW]	switching [mW]	total, mW
Sequential	0	0	0
Combinational	0.0696	0.0430	0.113
Clock	0	0	0
cell usage after synthesis:
cell type  count
ha_1           8
inv_1          8
nor2_1         3
a21o_1         2
a21oi_1        2
nand2_1        2
a221o_1        1
a22o_1         1
a31oi_1        1
and3_2         1
and3_4         1
nand3_1        1
nor3_2         1
o211ai_1       1
o21a_1         1
o21ai_0        1
o32ai_2        1
kinds of logic (layout without fill, tap and decap cells):
family          count (synthesis)  count (layout)  synth area share [%]
buf+inv                         8              35                 11.16
compound gates                 11              11                 32.10
simple gates                    9               9                 19.53
fa+ha+maj                       8               8                 37.21
final cells by class:
type               instances  area share [%]
well taps                 46           8.440
inverters                  8           4.404
multi-input cells         28           52.48
repair buffers            27           34.68
path summary, 6_finish.rpt:
kind	to	cells past startpoint	slack, ps
min	gt	6	1760
max	lt	8	80
layer usage:
layer	global-route usage, %	part of all wire, %	vias up	wire length, um
met5	0	0	-	0
met3	1.136	11	0	114
li1	-	-	187	-
met2	4.976	46	13	469
met1	3.560	42	146	428
met4	0	0	0	0
worst max-delay path: cells and delay by family:
family | cells | cell delay, ps
buffers and inverters | 3 | 620
and+or+nand+nor | 2 | 340
AOI/OAI and AO/OA | 2 | 320
adders and majority gates | 1 | 200
repair_timing:
item | 4_1_cts | 5_1_grt
pin swaps | 8 | 2
buffers inserted | 2 | 0
resized | 34 | 0
endpoints found under the setup margin | 3 | 2
layout by cell type (no fill, tap or decap), types with 2 or more instances in the layout:
master	instances
and3_4	2
inv_1	3
buf_4	5
nor2_1	2
ha_4	7
a21oi_1	2
dlygate4sd2_1	9
clkdlybuf4s50_1	11
a21o_1	2
inv_2	5
buf_2	2
Power and IR drop assume default switching activity.
