[/design/flow/design.v]
`timescale 1ns / 1ps
module add_sub_delay(
   input a ,
	input b ,
	input cin ,
	input sel ,
	output sum ,
	output cout
);
	 wire y;
    xor #(10) x1(y, b, sel);
	 full_adder_delay f1(a,y,cin,sum,cout);
endmodule
`timescale 1ns / 1ps
module adder_subtractor_4bit_delay (
	input [3:0] A ,
	input [3:0] B ,
	input sel ,  
	output [3:0] S ,
	output co
);
    wire [2:0] cout;
    add_sub_delay a0(A[0], B[0], sel, sel, S[0], cout[0]);
    add_sub_delay a1(A[1], B[1], cout[0], sel, S[1], cout[1]);
    add_sub_delay a2(A[2], B[2], cout[1], sel, S[2], cout[2]);
    add_sub_delay a3(A[3], B[3], cout[2], sel, S[3], co);
endmodule
`timescale 1ns / 1ps
module full_adder_delay(
	input a ,
	input b ,
	input cin ,
	output sum ,
	output cout
);
   wire x1,x2,x3;
	xor #10 (sum,a,b,cin);
	and #5
	 and1(x1,a,b),
    and2(x2,a,cin),
	 and3(x3,cin,b);
	or#5 or1(cout,x1,x2,x3);
endmodule
[/design/flow/run.sh]
#!/bin/bash
# OpenROAD 26Q1-2900-gdf79404cd8, Yosys 0.63+post, stock flow scripts
make -C /OpenROAD-flow-scripts/flow DESIGN_CONFIG=/design/flow/config.mk WORK_HOME=/design/flow/orfs finish
[/design/flow/config.mk]
export PLATFORM = sky130hd
export DESIGN_NAME = adder_subtractor_4bit_delay
export DESIGN_NICKNAME = adder_subtractor_4bit_delay
export VERILOG_FILES = /design/flow/design.v
export SDC_FILE = /design/flow/constraint.sdc
export NUM_CORES = 4
export LEC_CHECK = 1
export CORE_AREA = 10 10 70 70
export DIE_AREA = 0 0 80 80
[/design/flow/constraint.sdc]
current_design adder_subtractor_4bit_delay

set clk_period 3.6
set clk_io_pct 0.2

create_clock -name clk0 -period $clk_period

set non_clock_inputs [all_inputs -no_clocks]
set_input_delay [expr $clk_period * $clk_io_pct] -clock clk0 $non_clock_inputs
set_output_delay [expr $clk_period * $clk_io_pct] -clock clk0 [all_outputs]
==> impl_metrics.py <==
# Synthesis and PnR figures
metrics = {
    "critical_path": {
        "highest_cell_delay_on_the_worst_timing_path_ns": 0.47,
        "cpLargestDelayFamily": "buffers and inverters",
        "critical_path_peak_fanout": 2,
        "critPathCapture": "S[2]",
        "worst_setup_path_startpoint": "A[0]",
        "setup.worst_path.end_class": "primary output",
        "crit_slowest_cell": "clkdlybuf4s50_1",
        "worst_ep_arrival_time_ns": 2.79,
        "crit_path_start_kind": "input pin",
        "path_class": "input pin to primary output",
        "cp_data_required_time_ns": 2.88,
        "buffering_stage_count_on_the_worst_path_with_inverters_included": 4,
        "cp_num_cells": 7,
        "ordered_cell_list_for_the_critical_path": "clkdlybuf4s50_1 > mux2_2 > fa_1 > inv_1 > fa_1 > inv_1 > clkdlybuf4s50_1",
    },
    "layout": {
        "layout-drive-gt1-share": 0.138,
        "fin_util": 0.0996,
        "finalInstanceArea_um2": 340,
        "seq_area_um2": 0,
        "n_sequential_cell": 0,
        "layout.clock_buffers": 0,
        "finalNonFillerCells": 75,
        "syn_to_final_growth_pct": 125,
    },
    "drt": {
        "ant_nets": 0,
        "diodes": 0,
        "drtPass1Iterations": 1,
        "via_count": 135,
        "vias_per_cell": 1.80,
        "drcViolationCount": 0,
        "drt-wirelength-per-cell_um": 7.61,
        "route.final.wire_length_um": 571,
        "detail_route.iter0.violations": 0,
    },
    "logic_synthesis": {
        "synth_area_um2": 151,
        "synthesis.area_per_instance_um2": 9.46,
        "synth.yosys.warnings": 0,
        "post_synth_num_cell_types": 6,
        "syn_inst": 16,
        "synth_seq_share": 0,
        "synth-cells-yosys": 16,
        "synth-area-yosys_um2": 151,
    },
    "place": {
        "detailedPlace.worstSlack_ns": -0.286,
        "placement.cell_area_um2": 342,
        "post-dp-hpwl_um": 570,
        "buffer_ports.inserted": 14,
        "placed_cells_incl_taps": 75,
        "globalplace.congestion": 0.733,
    },
    "floorplan": {
        "fp-utilization": 0.0443,
        "ios": 14,
        "die.size.y_um": 80,
        "die_area_mm2": 0.00640,
        "fp.coreArea_mm2": 0.00342,
        "std_cell_rows": 21,
        "die-width_um": 80,
    },
    "global_route": {
        "grt_pass1_wl_um": 828,
        "grt_overflow": 0,
        "antenna_found_initial": 0,
        "grt_max_degree": 4,
        "grt_pass1_vias": 152,
        "grt_util_overall": 0.0165,
    },
    "final_timing": {
        "finalSetupViolations": 0,
        "timing.final.hold_violations": 0,
        "slew_headroom": 0.871,
        "timing.final.max_slew_violations": 0,
        "setup_ws_ns": 0.0945,
        "fin_setup_tns_ns": 0,
        "grt_setup_unrepaired": "no",
        "worstMarginPinSlew_ns": 0.193,
        "period_utilization_post_route": 0.974,
        "achievable-frequency_mhz": 285,
        "finalWorstPathRequiredPeriod_ns": 3.51,
        "fin_hold_ws_ns": 2.25,
    },
    "pwr": {
        "power.total_uw": 49.8,
        "peakVddDrop_mv": 0.0429,
        "total_leakage_power_nw": 0.144,
        "powerDensity_mw_per_mm2": 146,
    },
    "status": {
        "run_status": "finished, final reports clean",
    },
    "clock_network": {
        "post-cts-setup-buffers": 0,
        "post_cts_hold_buffers": 0,
    },
    "run": {
        "tool_warnings": 35,
        "cap_viol_max_count": 0,
    },
    "worst_hold_path": {
        "hold_path.class": "input pin to primary output",
    },
}
-- synth_stat cells, drive strengths merged --
cell type	n	area share
fa	3	0.40
buf	4	0.20
mux2	1	0.074
xnor2	1	0.058
inv	4	0.099
xor2	3	0.17
-- tightest hold or removal path, cell delays in order --
cell and delay (ns):
dlygate4sd2_1 0.23, buf_4 0.11, xor2_1 0.06, clkdlybuf4s50_1 0.41
-- report_power, final --
group / internal [mW] / switching [mW] / leakage (nW)
logic: 0.0337 / 0.0161 / 0.144
clock network: 0 / 0 / 0
registers: 0 / 0 / 0
-- metal layers --
| layer | share of wire | track usage | wire length, um | up-vias |
|---|---|---|---|---|
| met5 | 0 | 0 | 0 | - |
| met4 | 0 | 0 | 0 | 0 |
| met3 | 0.23 | 0.0148 | 129 | 0 |
| met2 | 0.32 | 0.0225 | 184 | 11 |
| met1 | 0.45 | 0.0200 | 257 | 57 |
| li1 | - | - | - | 67 |
-- cells in the final DEF, fill, tap and decap left out --
cell type	n
clkdlybuf4s50_1	10
inv_1	4
mux2_2	1
dlymetal6s2s_1	1
fa_1	3
buf_4	3
dlygate4sd2_1	3
xor2_1	3
xnor2_1	1
-- worst min path at each step --
| stage | cells past startpoint | start | slack (ns) | endpoint |
|---|---|---|---|---|
| 4_1_cts | 4 | B[0] | 2.25 | S[0] |
| 6_report | 4 | B[0] | 2.25 | S[0] |
| 5_1_grt | 4 | B[0] | 2.28 | S[0] |
-- logic make-up after synthesis --
| family | after synthesis | share of synthesized area |
|---|---|---|
| XOR/XNOR | 4 | 0.231 |
| adder cells (fa/ha/maj) | 3 | 0.397 |
| buffers and inverters | 8 | 0.297 |
| multiplexers | 1 | 0.0744 |
-- what timing repair did --
action,4_1_cts,5_1_grt
pin swaps,0,0
cloned,0,0
endpoints found under the setup margin,3,2
gates resized,3,1
-- area by class of cell --
type                            instances  area (um^2)
Timing Repair Buffer                   17          161
Tap cell                               46         57.6
Fill cell                             407         3080
Inverter                                4         15.0
Multi-Input combinational cell          8          106
Power and IR drop assume default switching activity.
